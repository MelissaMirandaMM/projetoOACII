File: constraint.sdc
current_design MIPS

set clk_period 19.2
set clk_io_pct 0.2

create_clock -name clk0 -period $clk_period [get_ports {clk}]

set non_clock_inputs [all_inputs -no_clocks]
set_input_delay [expr $clk_period * $clk_io_pct] -clock clk0 $non_clock_inputs
set_output_delay [expr $clk_period * $clk_io_pct] -clock clk0 [all_outputs]
File: design.v
module MIPS(input             clk,
			input      [0:1]  OpALU,
			input      [0:5]  funct,
			input      [0:31] a,
			input      [0:31] b,
			output     [0:31] outputULA);
	wire [0:3] inputALU;
	ULAControl ULAControl(
		.clk(clk),
		.OpALU(OpALU),
		.funct(funct),
		.inputALU(inputALU)
	);
	ULA ULA(
		.clk(clk),
		.inputULA(inputALU),
		.a(a),
		.b(b),
		.outputULA(outputULA)
	);
endmodule
module ULA (input         clk,
			input  [0:3]  inputULA, 
			input  [0:31] a,
			input  [0:31] b,
			output reg [0:31] outputULA);
	always @(posedge clk) begin
		case(inputULA)
			4'b0000: outputULA <= a & b;  
			4'b0001: outputULA <= a | b;  
			4'b0010: outputULA <= a + b;  
			4'b0110: outputULA <= a - b;  
			4'b0111: outputULA <= (a < b) ? 1 : 0;  
			default: outputULA <= 0; 
		endcase
	end
endmodule
module ULAControl(input            clk,
			      input      [0:1] OpALU,
				  input      [0:5] funct,
				  output reg [0:3] inputALU);
	always @(negedge clk) begin
		case(OpALU)
			2'b00: inputALU <= 4'b0010;  
			2'b01: inputALU <= 4'b0110;  
			2'b10: case(funct)  
					6'b100000: inputALU <= 4'b0010;  
					6'b100010: inputALU <= 4'b0110;  
					6'b100100: inputALU <= 4'b0000;  
					6'b100101: inputALU <= 4'b0001;  
					6'b101010: inputALU <= 4'b0111;  
					default: inputALU <= 4'b0000;
					endcase
			default: inputALU <= 4'b0000;
		endcase
	end
endmodule
File: config.mk
export PLATFORM = sky130hd
export DESIGN_NAME = MIPS
export DESIGN_NICKNAME = MIPS
export VERILOG_FILES = /design/flow/design.v
export SDC_FILE = /design/flow/constraint.sdc
export NUM_CORES = 4
export LEC_CHECK = 1
export CORE_UTILIZATION = 50
File: run.sh
#!/bin/bash
# OpenROAD 26Q1-2900-gdf79404cd8, Yosys 0.63+post, stock flow scripts
make -C /OpenROAD-flow-scripts/flow DESIGN_CONFIG=/design/flow/config.mk WORK_HOME=/design/flow/orfs finish
==> summary.txt <==
run results: outcome complete, no violations, Setup CP Type in2reg, internal power contribution 0.226 mW, final worst slack 4820 ps, # DRC 0, iteration tally of the first detailed-router pass 5, setup slack at placement 4470 ps, largest cells by area after synthesis sky130_fd_sc_hd__ha_1, sky130_fd_sc_hd__dfxtp_1, sky130_fd_sc_hd__inv_1, Avg Inst Size Synth 7.48 um2, critical-path cell list clkdlybuf4s50_1, nand2b_1, nor3_1, a21oi_1, o21a_1, Lkg Pwr 3.30 nW, RSZ-0062 raised after global routing false, worst reg2reg path depth 4, arrival time of data at the critical path endpoint 5040 ps, count of input and output buffers 104, FP Util 52.3%, GR Layer Usage met2 45.8%, DIE AREA 0.0120 mm2, Least-Margin Pin Slew 880 ps, cell with the most instances after synthesis sky130_fd_sc_hd__ha_1, total power density per cell area 52.0 mW/mm2, net load switching power 0.141 mW, detailed router's first-iteration violation count 347, yosys stat cell total 772, portion of total power attributed to sequential cells 25.0%, post-cts repair resize count 0, cts bufs inserted 5, grt total ovfl 0, startpoint of the worst-slack reg-to-reg timing path ULAControl.inputALU[2], final slew viol count 0, global placement routability congestion 0.922, delay of the slowest cell on the worst path 400 ps, DR WL/cell 16.5 um, Critical Path Slowest Stage Cell sky130_fd_sc_hd__clkdlybuf4s50_1, area of the core 0.0110 mm2, Synth Seq Share 12.8%, total half-perimeter wirelength after legalization and detailed placement 12200 um, final hold violation count 0, chip area line of the yosys report 0.00577 mm2, portion of total power attributed to combinational logic 49.5%, yosys synthesis warning count 2, vias in the first global route 5262, total number of vias 5781, filler instances 956, kind of end point of the critical path flip-flop, Layout Skew 80.8 ps, data required time at the worst endpoint 9860 ps, Post-synth EDFFs 0, instance count of the mapped netlist 772, # Post-CTS Setup Buffers 0, Top-area cell share 24.3%, met1 routing resource usage after global routing 41.4%, type of element launching the critical path primary input, Fin Setup TNS 0 ps, routing layer with the top usage in global route met2, post-layout utilization of the core 63.9%, VDD IR max 44.6 uV, Cell Rows 38, Chip Width 109 um, clock sink count 37, Netlist cell types 72, Async S/R FF share, synth 0%, max-slew headroom at the worst pin 41.3%, global routing usage summed across all routing layers 28.3%, TritonCTS clock tree yes, maximum number of pins on one net before global-route repair 33, endpoint of the worst register-to-register path ULA.outputULA[26], post-detailed-route count of antenna-violating nets 0, via density per instance 5.80, Antenna Diode Count 0, post-synthesis instance area 0.00577 mm2, flops & latches, synth 37, wirelength, routed 16500 um, final count of negative-setup-slack endpoints 0, latest clock arrival within the worst-skew pair 370 ps, CTS Root Buffer Type sky130_fd_sc_hd__clkbuf_16, part of the total power dissipated in the clock network 25.5%, met3 track demand over resource in global routing 3.02%, switching share of power 38.4%, proportion of layout cells with a drive suffix above 1 4.43%, Ports 105, antenna violations before repair 0, cell type with the highest aggregate area in the netlist sky130_fd_sc_hd__ha_1, Post-CTS Hold Fix Bufs 0, deepest level of the CTS H-tree 2, Synth top cells by count sky130_fd_sc_hd__ha_1, sky130_fd_sc_hd__inv_1, sky130_fd_sc_hd__a21oi_1, worst hold path cell count 4, CTS max path bufs 2, Combinational Area 0.00447 mm2, Most common reg cell sky130_fd_sc_hd__dfxtp_1, highest net fanout along the worst path 4, CP Buf/Inv Count 1, clock edge transition at the registers on the reported setup and hold paths 70 ps, total power 0.366 mW, total number of warnings across the stage logs 111, max-cap viol count 0, register-to-register setup slack 7540 ps, Hold Path End ULA.outputULA[28], Hold/Removal Path Class in2reg, DIE HEIGHT 109 um, P&R area growth vs syn 22.1%, Storage cell area 741 um2, kind of cell with the highest combined delay on the critical path simple AND/OR/NAND/NOR gates, wire length of the first global-routing pass 26200 um, start point of the worst min-delay path b[28]
worst min-delay path: stages:
cell                              delay, ps
sky130_fd_sc_hd__clkdlybuf4s50_1        450
sky130_fd_sc_hd__inv_1                  100
sky130_fd_sc_hd__ha_1                   140
sky130_fd_sc_hd__o211ai_1                80
power by group through the flow:
stage,combinational [mW],sequential (mW),clock (mW)
after CTS,0.180,0.0919,0.0953
after global routing,0.200,0.0926,0.0980
final,0.181,0.0917,0.0933
worst max-delay path by stage:
| stage | from | end | slack, ps | cells past startpoint |
|---|---|---|---|---|
| final | funct[1] | ULAControl.inputALU[0] | 4820 | 5 |
| after global routing | funct[1] | ULAControl.inputALU[0] | 4740 | 5 |
| after CTS | funct[1] | ULAControl.inputALU[0] | 4830 | 5 |
area by class of cell:
class | count | share of cell area (%)
flip-flops and latches | 37 | 10.5
clock buffers | 5 | 1.77
clock inverters | 8 | 0.603
well taps | 140 | 2.48
repair buffers | 109 | 15.3
inverters | 111 | 5.91
multi-input cells | 587 | 63.4
cell families after synthesis:
logic type / Yosys count / synth area share [%]
buf+inv: 148 / 9.71
compound gates: 285 / 35.4
simple gates: 162 / 13.1
fa+ha+maj: 114 / 25.0
flops: 37 / 12.8
mux: 2 / 0.368
xor+xnor: 24 / 3.64
state kept, by name (all words and copies together) (netlist names):
| name | flops |
|---|---|
| ULAControl.inputALU | 5 |
| ULA.outputULA | 32 |
through the flow:
| step | cell area (um2) | instances | hold WS (ps) |
|---|---|---|---|
| after global routing | 7050 | 997 | 4400 |
| final | 7050 | 997 | 4360 |
| after floorplan | 5770 | 772 | 4100 |
| after detailed placement | 6890 | 985 | 4500 |
| after global placement | 6890 | 985 | 4500 |
| after CTS | 7050 | 997 | 4360 |
cell usage in the layout (no fill, tap or decap), types with 3 or more instances in the layout:
| cell | instances |
|---|---|
| sky130_fd_sc_hd__and3_1 | 8 |
| sky130_fd_sc_hd__a21boi_0 | 5 |
| sky130_fd_sc_hd__xnor2_1 | 21 |
| sky130_fd_sc_hd__xor2_1 | 3 |
| sky130_fd_sc_hd__nor3_1 | 17 |
| sky130_fd_sc_hd__o31ai_1 | 12 |
| sky130_fd_sc_hd__o22ai_1 | 4 |
| sky130_fd_sc_hd__o221ai_1 | 14 |
| sky130_fd_sc_hd__o221a_2 | 6 |
| sky130_fd_sc_hd__a221o_1 | 10 |
| sky130_fd_sc_hd__inv_1 | 115 |
| sky130_fd_sc_hd__nor4_1 | 6 |
| sky130_fd_sc_hd__a211o_1 | 6 |
| sky130_fd_sc_hd__a221oi_1 | 12 |
| sky130_fd_sc_hd__nand2_1 | 51 |
| sky130_fd_sc_hd__a21o_1 | 19 |
| sky130_fd_sc_hd__a31oi_1 | 4 |
| sky130_fd_sc_hd__clkdlybuf4s50_1 | 104 |
| sky130_fd_sc_hd__o21bai_1 | 18 |
| sky130_fd_sc_hd__dfxtp_1 | 37 |
| sky130_fd_sc_hd__o211ai_1 | 9 |
| sky130_fd_sc_hd__clkbuf_16 | 5 |
| sky130_fd_sc_hd__nand2b_1 | 8 |
| sky130_fd_sc_hd__buf_4 | 5 |
| sky130_fd_sc_hd__a211oi_1 | 9 |
| sky130_fd_sc_hd__nor2_1 | 43 |
| sky130_fd_sc_hd__a21oi_1 | 70 |
| sky130_fd_sc_hd__or3_1 | 3 |
| sky130_fd_sc_hd__o21ai_0 | 51 |
| sky130_fd_sc_hd__nand3_1 | 9 |
| sky130_fd_sc_hd__ha_1 | 112 |
| sky130_fd_sc_hd__nor2b_1 | 8 |
| sky130_fd_sc_hd__o21a_1 | 5 |
routing by layer:
metal,up-vias,part of all wire [%]
li1,2911,-
met2,195,45
met5,-,0
met4,0,1.7
met1,2651,47
met3,24,6.4
No activity file was given, so power comes from the tool's default toggle rates.
